<file path="config.mk">
export PLATFORM = sky130hd
export DESIGN_NAME = alu_64b
export DESIGN_NICKNAME = alu_64b
export VERILOG_FILES = /design/flow/design.v
export SDC_FILE = /design/flow/constraint.sdc
export NUM_CORES = 4
export LEC_CHECK = 1
export CORE_UTILIZATION = 50
</file>
<file path="constraint.sdc">
current_design alu_64b

set clk_period 60.1
set clk_io_pct 0.2

create_clock -name clk0 -period $clk_period

set non_clock_inputs [all_inputs -no_clocks]
set_input_delay [expr $clk_period * $clk_io_pct] -clock clk0 $non_clock_inputs
set_output_delay [expr $clk_period * $clk_io_pct] -clock clk0 [all_outputs]
</file>
<file path="design.v">
parameter delay = 0.05;
`timescale 1ns/10ps
module alu_64b(A,B,OP,result,negative, zero, overflow, carry_out);
	input logic [63:0] A,B;
	input logic [2:0] OP;
	output logic [63:0] result;
	output logic negative, zero, overflow, carry_out;
	wire sub;
	logic[63:0] carrys;
	logic notOP;
	not#delay NotOp(notOP,OP[2]);
	and#delay subSignal(sub,OP[1],OP[0],notOP);
	aluSlice edgecaseALU0(A[0],B[0],OP,sub,carrys[0],result[0]);
	genvar i;
	generate	
			for(i = 1; i < 64;i++) begin: ALU
				aluSlice ALUgen(A[i],B[i],OP,carrys[i-1],carrys[i],result[i]);
			end
	endgenerate
	assign negative = result[63];
	assign carry_out = carrys[63];
	logic zFlag;
	isZero zeroFlag(result,zFlag);
	assign zero = zFlag;
	logic ovrFlag;
	xor#delay OverflowFlag(ovrFlag,carrys[63],carrys[62]);
	assign overflow = ovrFlag;
endmodule
module isZero(A,foo);
	input logic [63:0] A;
	output logic foo;
	logic [15:0] stage1;
	logic [3:0] stage2;
	genvar i;
	generate		
			for(i = 0; i < 16;i++) begin: norStage1
				nor norGenStage1(stage1[i],A[(4*i)],A[(4*i)+1],A[(4*i)+2],A[(4*i)+3]);
			end
	endgenerate
	genvar j;
	generate		
			for(j = 0; j < 4;j++) begin: norStage2
				and andGenStage2(stage2[j],stage1[(4*j)],stage1[(4*j)+1],stage1[(4*j)+2],stage1[(4*j)+3]);
			end
	endgenerate
	and#delay finalStage(foo,stage2[3],stage2[2],stage2[1],stage2[0]);
endmodule
module adder_64b(A,B,result,carry_out);
	input logic [63:0] A,B;
	output logic [63:0] result;
	output logic carry_out;
	logic[63:0] carrys;
	adder edgecaseAdder0(A[0],B[0],1'b0,result[0],carrys[0]);
	genvar i;
	generate	
			for(i = 1; i < 64;i++) begin: ALU
				adder Addergen(A[i],B[i],carrys[i-1],result[i],carrys[i]);
			end
	endgenerate
	assign carry_out = carrys[63];
endmodule
module aluSlice(A,B,OP,cin,cout,sum);
	input logic A,B,cin;
	input logic [2:0]OP;
	output logic sum,cout;
	wire Bmux,notB,adderOut,andOut,OrOut,XorOut,sub,notOP;
	wire [7:0] outMuxin;
	assign outMuxin[0] = B;
	assign outMuxin[1] = 1'b0; 
	assign outMuxin[3] = outMuxin[2]; 
	and#delay LogicAnd(outMuxin[4],A,B);
	or#delay LogicOr(outMuxin[5],A,B);	 
	xor#delay LogicXOR(outMuxin[6],A,B);
	assign outMuxin[7] = 1'b0; 
	not#delay NOTOP(notOP,OP[2]);
	and#delay and1(sub,notOP,OP[1],OP[0]);
	not#delay not1(notB,B);
	mux2_1 subMux(Bmux, B, notB, sub);
	adder Addern(A,Bmux,cin,outMuxin[2],cout);
	mux8_1 outputMUx(sum, outMuxin, OP);
endmodule
module adder(A,B,Cin,Sum,Cout);
	input logic A,B,Cin;
	output logic Sum,Cout;
	wire xOut1,AandB,Candx2;
	xor#delay xor1(xOut1,A,B);
	xor#delay xor2(Sum,xOut1,Cin);
	and#delay and1(AandB,A,B);
	and#delay and2(Candx2,xOut1,Cin);
	or#delay or1(Cout,AandB,Candx2);
endmodule
module b64_adder_test();
	logic [63:0] A,B;
	logic [63:0] result;
	logic carry_out;
	adder_64b dut(A,B,result, carry_out);
	initial begin
		A=64'h0;B=64'hFFFF;#14000;
		A=64'h0;B=64'hFFFF;#14000;
		A=64'hFFFF;B=64'hFFFF;#14000;
	end
endmodule
module ALU_testbench();
	logic [63:0] A,B;
	logic [2:0] OP;
	logic [63:0] result;
	logic negative, zero, overflow, carry_out;
	alu_64b dut(A,B,OP,result,negative, zero, overflow, carry_out);
	initial begin
		A=64'h0;B=64'hFFFF;OP=3'b000;#14000;
		A=64'h0;B=64'hFFFF;OP=3'b000;#14000;
		A=64'hFFFF;B=64'hFFFF;OP=3'b010;#14000;
		#14000;
		#14000;
		#14000;
		#14000;
		#14000;
		#14000;
		A=64'hFFFFFFFFFFFFFFFF;B=64'hFFFF;OP=3'b011;#14000;
		#14000;
		#14000;
		#14000;
		A=64'h0;B=64'h0;OP=3'b010;#14000;
		A=64'h1;B=64'h1;OP=3'b010;#14000;
		A=64'h0;B=64'h1;OP=3'b010;#14000;
		A=64'h1;B=64'h1;OP=3'b010;#14000;
		A=64'h2;B=64'h1;OP=3'b010;#14000;
		A=64'h1;B=64'h2;OP=3'b010;#14000;
		A=64'h5;B=64'h3;OP=3'b010;#14000;
		#14000;
		A=64'h0;B=64'hFFFF;OP=3'b010;#14000;
		#14000;
		#14000;
		#14000;
		#14000;
		A=64'hFF;B=64'hFFFF;OP=3'b100;#14000;
	end
endmodule
module isZero_testbench();
	logic [63:0] A;
	logic foo;
	isZero dut(A,foo);
	initial begin
		A=64'hFFFFFFFFFFFFFFFF;#1000;
		A=64'b0;#1000;
		A=64'hFFFFFF4FFFF2FFFF;#1000;
		A=64'hCCCCCCCCCCCCCCCC;#1000;
		A=64'hFFFF;#1000;
		A=64'h7FFF;#1000;
		A=64'h3FFF;#1000;
		A=64'h1FFF;#1000;
		A=64'h0FFF;#1000;
		A=64'h0FFF;#1000;
		A=64'h07FF;#1000;
		A=64'h03FF;#1000;
		A=64'h01FF;#1000;
		A=64'h00FF;#1000;
		A=64'h00FF;#1000;
		A=64'h007F;#1000;
		A=64'h003F;#1000;
		A=64'h001F;#1000;
		A=64'h000F;#1000;
		A=64'h000F;#1000;
		A=64'h0007;#1000;
		A=64'h0003;#1000;
		A=64'h0001;#1000;
		A=64'h0000;#1000;
	end
endmodule
module aluSlice_TestBench();
	logic A,B,cin,sum,cout;
	logic [2:0]OP;
	aluSlice dut(A,B,OP,cin,cout,sum);
	initial begin
			OP=000;A=0;B=0;cin=0;#1000;
			A=0;B=0;cin=0;#1000;
			A=0;B=0;cin=0;#1000;
			A=0;B=0;cin=1;#1000;
			A=0;B=1;cin=0;#1000;
			A=0;B=1;cin=1;#1000;
			A=1;B=0;cin=0;#1000;
			A=1;B=0;cin=1;#1000;
			A=1;B=1;cin=0;#1000;
			A=1;B=1;cin=1;#1000;
			OP=001;A=0;B=0;cin=0;#1000;
			A=0;B=0;cin=0;#1000;
			A=0;B=0;cin=0;#1000;
			A=0;B=0;cin=1;#1000;
			A=0;B=1;cin=0;#1000;
			A=0;B=1;cin=1;#1000;
			A=1;B=0;cin=0;#1000;
			A=1;B=0;cin=1;#1000;
			A=1;B=1;cin=0;#1000;
			A=1;B=1;cin=1;#1000;
			OP=010;A=0;B=0;cin=0;#1000;
			A=0;B=0;cin=0;#1000;
			A=0;B=0;cin=0;#1000;
			A=0;B=0;cin=1;#1000;
			A=0;B=1;cin=0;#1000;
			A=0;B=1;cin=1;#1000;
			A=1;B=0;cin=0;#1000;
			A=1;B=0;cin=1;#1000;
			A=1;B=1;cin=0;#1000;
			A=1;B=1;cin=1;#1000;
			OP=011;A=0;B=0;cin=0;#1000;
			A=0;B=0;cin=0;#1000;
			A=0;B=0;cin=0;#1000;
			A=0;B=0;cin=1;#1000;
			A=0;B=1;cin=0;#1000;
			A=0;B=1;cin=1;#1000;
			A=1;B=0;cin=0;#1000;
			A=1;B=0;cin=1;#1000;
			A=1;B=1;cin=0;#1000;
			A=1;B=1;cin=1;#1000;		
			OP=100;A=0;B=0;cin=0;#1000;
			A=0;B=0;cin=0;#1000;
			A=0;B=0;cin=0;#1000;
			A=0;B=0;cin=1;#1000;
			A=0;B=1;cin=0;#1000;
			A=0;B=1;cin=1;#1000;
			A=1;B=0;cin=0;#1000;
			A=1;B=0;cin=1;#1000;
			A=1;B=1;cin=0;#1000;
			A=1;B=1;cin=1;#1000;
			OP=101;A=0;B=0;cin=0;#1000;
			A=0;B=0;cin=0;#1000;
			A=0;B=0;cin=0;#1000;
			A=0;B=0;cin=1;#1000;
			A=0;B=1;cin=0;#1000;
			A=0;B=1;cin=1;#1000;
			A=1;B=0;cin=0;#1000;
			A=1;B=0;cin=1;#1000;
			A=1;B=1;cin=0;#1000;
			A=1;B=1;cin=1;#1000;
			OP=110;A=0;B=0;cin=0;#1000;
			A=0;B=0;cin=0;#1000;
			A=0;B=0;cin=0;#1000;
			A=0;B=0;cin=1;#1000;
			A=0;B=1;cin=0;#1000;
			A=0;B=1;cin=1;#1000;
			A=1;B=0;cin=0;#1000;
			A=1;B=0;cin=1;#1000;
			A=1;B=1;cin=0;#1000;
			A=1;B=1;cin=1;#1000;		
	end
endmodule
module adder_testBench();
	logic A,B,Cin,Sum,Cout;
	adder dut(A,B,Cin,Sum,Cout);
	initial begin
		A=0;B=0;Cin=0;#1000;
		A=0;B=0;Cin=0;#1000;
		A=0;B=0;Cin=1;#1000;
		A=0;B=1;Cin=0;#1000;
		A=0;B=1;Cin=1;#1000;
		A=1;B=0;Cin=0;#1000;
		A=1;B=0;Cin=1;#1000;
		A=1;B=1;Cin=0;#1000;
		A=1;B=1;Cin=1;#1000;
	end
endmodule
  parameter delay = 0.05;
  `timescale 1ns/10ps
  module mux2_1(out, i0, i1, sel);
            output logic out;
            input  logic i0, i1, sel;
				wire m0,m1,notsel;
				not#delay inSel(notsel,sel);
				and#delay and1(m0,i1,sel);
				and#delay and2(m1,i0,notsel);
				or or1(out,m0,m1);
  endmodule
  module mux2_5(out,i0,i1,sel);
		input logic sel;
		input logic [4:0] i0,i1;
		output logic [4:0] out;
		genvar i;
		generate
			for(i = 0; i < 5;i++) begin: mux
				mux2_1 mux_gen(out[i], i0[i], i1[i], sel);
			end
		endgenerate
  endmodule
    module mux_2_5_testbench();
		logic [5:0] out,i0,i1;
		logic sel;
		mux2_5 dut(out,i0,i1,sel);
		initial begin
				i0 = 5'h1F;i1 = 5'h12;sel = 1;#50;
				i0 = 5'h1F;i1 = 5'h12;sel = 0;#50;
		end
  endmodule 
    module mux2_64(out,i0,i1,sel);
		input logic sel;
		input logic [63:0] i0,i1;
		output logic [63:0] out;
		genvar i;
		generate
			for(i = 0; i < 64;i++) begin: mux
				mux2_1 mux_gen(out[i], i0[i], i1[i], sel);
			end
		endgenerate
  endmodule
  module mux_2_64_testbench();
		logic [63:0] out,i0,i1;
		logic sel;
		mux2_64 dut(out,i0,i1,sel);
		initial begin
				i0 = 64'd32;i1 = 64'hFFFF420;sel = 1;#50;
				i0 = 64'd32;i1 = 64'hFFFF420;sel = 0;#50;
		end
  endmodule 
   module mux4_1(out, in, sel);
				output logic out;
				input logic [3:0] in;
				input logic [1:0] sel;
				wire m0, m1;
				 mux2_1 mux0(m0,in[0],in[1],sel[0]);
				 mux2_1 mux1(m1,in[2],in[3],sel[0]);
				 mux2_1 mux2(out,m0,m1,sel[1]);
  endmodule
  module mux4_64(out,i0,i1,i2,i3,sel);
		input logic [1:0]sel;
		input logic [63:0] i0,i1,i2,i3;
		output logic [63:0] out;
		wire [63:0] m0,m1;
		mux2_64 mux0(m0,i0,i1,sel[0]);
		mux2_64 mux1(m1,i2,i3,sel[0]);
		mux2_64 mux2(out,m0,m1,sel[1]);
  endmodule
    module mux8_1(out, in, sel);
		output logic out;
		input logic [7:0] in;
		input logic [2:0] sel;
		wire m0, m1;
		mux4_1 mux0(m0,in[3:0],sel[1:0]);
		mux4_1 mux1(m1,in[7:4],sel[1:0]);
		mux2_1 mux2(out,m0,m1,sel[2]);
  endmodule
  module mux16_1(out, in, sel);
		output logic out;
		input logic [15:0] in;
		input logic [3:0] sel;
		wire m0, m1;
		mux8_1 mux0 (m0,in[7:0],sel[2:0]);
		mux8_1 mux1 (m1,in[15:8],sel[2:0]);
		mux2_1 mux2 (out,m0,m1,sel[3]);
  endmodule
  module mux32_1(out, in, sel);
		output logic out;
		input logic [31:0] in;
		input logic [4:0] sel;
		wire m0, m1;
		mux16_1 mux0 (m0,in[15:0],sel[3:0]);
		mux16_1 mux1 (m1,in[31:16],sel[3:0]);
		mux2_1 mux2 (out,m0,m1,sel[4]);
  endmodule
  module mux32_64(out,in,sel);
		output logic [63:0] out;
		input logic [63:0][31:0] in;
		input logic [4:0] sel;
		genvar i,j;
		generate	
				for(j =0; j < 64;j++) begin: mux
					mux32_1 muxGen(out[j],in[j],sel);
				end
		endgenerate
  endmodule
  module mux32_1_testbench();
			logic out;
			logic [31:0] in;
			logic [4:0] sel;
			mux32_1 dut(out,in,sel);
			initial begin	
				for (int i=0; i<32; i=i+1) begin
            in = 42405;sel = i; #50;
				end
			end
	endmodule
	  module mux32_64_testbench();
			logic [63:0]out;
			logic [63:0][31:0] in;
			logic [4:0] sel;
			mux32_64 dut(out,in,sel);
			initial begin	
			for(int j = 0; j < 64;j++) begin	
				for(int i = 0; i < 32;i++)begin
					in[j][i] = 0;
				end
			end
			for(int i = 0; i < 64;i++)begin
				for(int j = 0; j < 32; j++)begin
					in[i][j] = 1;
				end
			end			
			for (int i=0; i<32; i++) begin
            sel = i; #50;
			end
			for(int i = 0; i < 64;i++)begin
				for(int j = 0; j < 32; j= j+2)begin
					in[i][j] = 1;
				end
			end
			for (int i=0; i<32; i++) begin
				sel = i; #50;
			end
			for(int i = 0; i < 64;i++)begin
				for(int j = 0; j < 32; j= j+4)begin
					in[i][j] = 1;
				end
			end
			for (int i=0; i<32; i++) begin
            sel = i; #50;
			end
			for(int i = 0; i < 64;i++)begin
				for(int j = 0; j < 32; j= j+8)begin
					in[i][j] = 1;
				end
			end
			for (int i=0; i<32; i++) begin
            sel = i; #50;
			end
			for(int i = 0; i < 64;i++)begin
				for(int j = 0; j < 32; j= j+16)begin
					in[i][j] = 1;
				end
			end			
			for (int i=0; i<32; i++) begin
            sel = i; #50;
			end
			for(int i = 0; i < 64;i++)begin
				for(int j = 0; j < 32; j= j+32)begin
					in[i][j] = 1;
				end
			end				
			end
	endmodule
	  module mux2_1_testbench();
       logic i0, i1, sel;
 		 logic out; 
           mux2_1 dut (.out, .i0, .i1, .sel);
           initial begin
                  sel=0; i0=0; i1=0; #50;
                  sel=0; i0=0; i1=1; #50;
                  sel=0; i0=1; i1=0; #50;
                  sel=0; i0=1; i1=1; #50;
                  sel=1; i0=0; i1=0; #50;
                  sel=1; i0=0; i1=1; #50;
                  sel=1; i0=1; i1=0; #50;
                  sel=1; i0=1; i1=1; #50;
           end
endmodule
module mux4_1_testbench();
		logic [3:0] in;
		logic [1:0] sel;
		logic out;
		mux4_1 dut(out, in, sel);
			initial begin
				sel = 2'b00;in =4'b0000; #50;
				sel = 2'b00;in =4'b0001; #50;
				sel = 2'b01;in =4'b0001; #50;
				sel = 2'b01;in =4'b0010; #50;
				sel = 2'b10;in =4'b0010; #50;
				sel = 2'b10;in =4'b0011; #50;
				sel = 2'b10;in =4'b0100; #50;
				sel = 2'b10;in =4'b1100; #50;
				sel = 2'b10;in =4'b1000; #50;
				sel = 2'b11;in =4'b0100; #50;
				sel = 2'b00;in =4'b1110; #50;
			end
endmodule
</file>
<file path="run.sh">
#!/bin/bash
# OpenROAD 26Q1-2900-gdf79404cd8, Yosys 0.63+post, stock flow scripts
make -C /OpenROAD-flow-scripts/flow DESIGN_CONFIG=/design/flow/config.mk WORK_HOME=/design/flow/orfs finish
</file>
==> run summary <==
status - finished clean
crit path to - zero
antenna cells - 0
All-Layer GR Usage - 0.277
RSZ-0062 raised after global routing - no
LEAKAGE - 0.00394 µW
Worst Tran Pin Value - 836 ps
Cell Area, Placed - 8590 µm²
routed via count - 5938
Synth warnings - 0
Pwr Density - 9.15 nW/µm²
Setup-failing EPs final - 0
Critical Path End Type - output port
Resize count post-CTS - 0
Pre-antenna DRT Iters - 4
Routability Congestion - 0.913
most frequent logic cells in the routed design - 196 x clkdlybuf4s50_1, 129 x inv_1, 128 x ha_1
Max VDD drop - 4.01 µV
CP Class - input pin to output port
die width - 121 µm
Worst setup startpoint - OP[2]
layout cell share with drive strength beyond 1 - 0.0319
Top-area cell share - 0.224
Design Area, Final - 8590 µm²
num rows - 43
Worst Hold Class - input pin to output port
DRC errors left - 0
max-cap viol count - 0
Top area cell types - ha_1 22%, fa_1 18%, mux2i_1 9.0%
largest net degree at the start of global routing - 73
Critical Path AT - 40720 ps
Via-to-Cell Ratio - 5.61
DP Wirelength - 15500 µm
dpl cells - 1058
Final Routed Wirelength - 19500 µm
flip-flops - 0
first-pass GRT wire length - 30700 µm
most frequent logic cell in the layout - clkdlybuf4s50_1
setup TNS - 0 ps
Tool Warnings - 97
chip height - 121 µm
PortBufs - 199
Routed Antenna Nets - 0
max_slew headroom - 0.443
WL per Instance - 18.4 µm
Reg area - 0 µm²
Netlist Area Pre-Place - 7130 µm²
Slew Viols, Final - 0
f_max - 0.0190 GHz
Post-CTS Setup Inserts - 0
Iteration-0 DRC Markers - 315
FP Util - 0.514
Avg Synthesized Cell Area - 9.01 µm²
Gate Count Post-Synth - 792
Layout clock buffers - 0
antenna violations before repair - 0
Syn-to-layout area delta - 20.5%
Crit-path slowest cell - buf_4
Cell Type Count - 27
Seq share, synth - 0
fin crit period - 52740 ps
die area - 14800 µm²
IO Pins - 199
ys cells - 792
biggest area consumer among synthesized cells - ha_1
Worst path most repeated cell - fa_1
core area - 13900 µm²
CP max FO - 58
GR Overflow Total - 0
Post-CTS Hold Fix Bufs - 0
Final Hold Fails - 0
CP required - 48080 ps
vias in the first global route - 5824
fin cells - 1058
chip area line of the yosys report - 7130 µm²
crit start category - input pin
crit-path max cell delay - 590 ps
cycle use final - 0.878
how the worst min path moves through the flow:
stage	start	endpoint	slack [ps]	cells past startpoint
after CTS	OP[1]	result[54]	25070	4
after global routing	OP[1]	result[54]	25120	4
final	OP[1]	result[54]	25060	4
synthesized netlist by cell type, drive strengths merged:
cell type,number
nand3b,2
mux2i,64
a221oi,55
clkbuf,17
a221o,7
buf,104
nor2,1
a22oi,4
inv,129
nand4,4
and2,8
nor4,15
fa,64
o221ai,8
xnor2,64
a21oi,58
xor2,1
o31a,1
nand2b,1
o22a,56
o31ai,1
ha,128
per-layer routing:
| layer | wire [µm] | track usage | up-vias |
|---|---|---|---|
| li1 | - | - | 2881 |
| met1 | 8170 | 0.378 | 2826 |
| met2 | 9480 | 0.461 | 207 |
| met3 | 1310 | 0.0489 | 24 |
| met4 | 545 | 0.0640 | 0 |
| met5 | 0 | 0 | - |
where the power goes:
group / switching (µW) / leakage (µW) / total, µW / internal, µW
combinational: 36.7 / 0.00394 / 78.7 / 42.0
sequential: 0 / 0 / 0 / 0
clock: 0 / 0 / 0 / 0
total: 36.7 / 0.00394 / 78.7 / 42.0
cell families after synthesis:
| group | share of synthesized area |
|---|---|
| XOR/XNOR | 0.0798 |
| adder cells (fa/ha/maj) | 0.404 |
| buffers and inverters | 0.183 |
| AND/OR/NAND/NOR | 0.0284 |
| AND-OR/OR-AND | 0.215 |
| multiplexers | 0.0898 |
area by class of cell:
cell class / count / area, µm²
repair buffers: 207 / 2050
inverters: 129 / 484
fillers: 1160 / 5290
multi-input cells: 542 / 5840
well taps: 180 / 225
critical path: cells and delay by family:
kind / cells / cell delay, ps
AOI/OAI and AO/OA: 2 / 410
and+or+nand+nor: 4 / 960
adders and majority gates: 64 / 25590
buffers and inverters: 4 / 1720
stage by stage:
| stage | hold slack (ps) | total power (µW) | utilization | worst slack, ps |
|---|---|---|---|---|
| final | 25060 | 78.7 | 0.619 | 7360 |
| after global routing | 25120 | 87.9 | 0.619 | 6190 |
| after CTS | 25070 | 79.4 | 0.619 | 7250 |
| after detailed placement | 25060 | 78.5 | 0.619 | 7390 |
| after global placement | 25070 | 77.7 | 0.619 | 7590 |
| after floorplan | 24200 | 49.9 | - | 9490 |
Power is estimated from default activity; no workload was simulated.
