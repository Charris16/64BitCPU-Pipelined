File: flow/run.sh
#!/bin/bash
# OpenROAD 26Q1-2900-gdf79404cd8, Yosys 0.63+post, stock flow scripts
make -C /OpenROAD-flow-scripts/flow DESIGN_CONFIG=/design/flow/config.mk WORK_HOME=/design/flow/orfs finish
File: flow/constraint.sdc
current_design mux4_64

set clk_period 1.0
set clk_io_pct 0.2

create_clock -name clk0 -period $clk_period

set non_clock_inputs [all_inputs -no_clocks]
set_input_delay [expr $clk_period * $clk_io_pct] -clock clk0 $non_clock_inputs
set_output_delay [expr $clk_period * $clk_io_pct] -clock clk0 [all_outputs]
File: flow/design.v
  parameter delay = 0.05;
  `timescale 1ns/10ps
  module mux2_1(out, i0, i1, sel);
            output logic out;
            input  logic i0, i1, sel;
				wire m0,m1,notsel;
				not#delay inSel(notsel,sel);
				and#delay and1(m0,i1,sel);
				and#delay and2(m1,i0,notsel);
				or or1(out,m0,m1);
  endmodule
  module mux2_5(out,i0,i1,sel);
		input logic sel;
		input logic [4:0] i0,i1;
		output logic [4:0] out;
		genvar i;
		generate
			for(i = 0; i < 5;i++) begin: mux
				mux2_1 mux_gen(out[i], i0[i], i1[i], sel);
			end
		endgenerate
  endmodule
    module mux_2_5_testbench();
		logic [5:0] out,i0,i1;
		logic sel;
		mux2_5 dut(out,i0,i1,sel);
		initial begin
				i0 = 5'h1F;i1 = 5'h12;sel = 1;#50;
				i0 = 5'h1F;i1 = 5'h12;sel = 0;#50;
		end
  endmodule 
    module mux2_64(out,i0,i1,sel);
		input logic sel;
		input logic [63:0] i0,i1;
		output logic [63:0] out;
		genvar i;
		generate
			for(i = 0; i < 64;i++) begin: mux
				mux2_1 mux_gen(out[i], i0[i], i1[i], sel);
			end
		endgenerate
  endmodule
  module mux_2_64_testbench();
		logic [63:0] out,i0,i1;
		logic sel;
		mux2_64 dut(out,i0,i1,sel);
		initial begin
				i0 = 64'd32;i1 = 64'hFFFF420;sel = 1;#50;
				i0 = 64'd32;i1 = 64'hFFFF420;sel = 0;#50;
		end
  endmodule 
   module mux4_1(out, in, sel);
				output logic out;
				input logic [3:0] in;
				input logic [1:0] sel;
				wire m0, m1;
				 mux2_1 mux0(m0,in[0],in[1],sel[0]);
				 mux2_1 mux1(m1,in[2],in[3],sel[0]);
				 mux2_1 mux2(out,m0,m1,sel[1]);
  endmodule
  module mux4_64(out,i0,i1,i2,i3,sel);
		input logic [1:0]sel;
		input logic [63:0] i0,i1,i2,i3;
		output logic [63:0] out;
		wire [63:0] m0,m1;
		mux2_64 mux0(m0,i0,i1,sel[0]);
		mux2_64 mux1(m1,i2,i3,sel[0]);
		mux2_64 mux2(out,m0,m1,sel[1]);
  endmodule
    module mux8_1(out, in, sel);
		output logic out;
		input logic [7:0] in;
		input logic [2:0] sel;
		wire m0, m1;
		mux4_1 mux0(m0,in[3:0],sel[1:0]);
		mux4_1 mux1(m1,in[7:4],sel[1:0]);
		mux2_1 mux2(out,m0,m1,sel[2]);
  endmodule
  module mux16_1(out, in, sel);
		output logic out;
		input logic [15:0] in;
		input logic [3:0] sel;
		wire m0, m1;
		mux8_1 mux0 (m0,in[7:0],sel[2:0]);
		mux8_1 mux1 (m1,in[15:8],sel[2:0]);
		mux2_1 mux2 (out,m0,m1,sel[3]);
  endmodule
  module mux32_1(out, in, sel);
		output logic out;
		input logic [31:0] in;
		input logic [4:0] sel;
		wire m0, m1;
		mux16_1 mux0 (m0,in[15:0],sel[3:0]);
		mux16_1 mux1 (m1,in[31:16],sel[3:0]);
		mux2_1 mux2 (out,m0,m1,sel[4]);
  endmodule
  module mux32_64(out,in,sel);
		output logic [63:0] out;
		input logic [63:0][31:0] in;
		input logic [4:0] sel;
		genvar i,j;
		generate	
				for(j =0; j < 64;j++) begin: mux
					mux32_1 muxGen(out[j],in[j],sel);
				end
		endgenerate
  endmodule
  module mux32_1_testbench();
			logic out;
			logic [31:0] in;
			logic [4:0] sel;
			mux32_1 dut(out,in,sel);
			initial begin	
				for (int i=0; i<32; i=i+1) begin
            in = 42405;sel = i; #50;
				end
			end
	endmodule
	  module mux32_64_testbench();
			logic [63:0]out;
			logic [63:0][31:0] in;
			logic [4:0] sel;
			mux32_64 dut(out,in,sel);
			initial begin	
			for(int j = 0; j < 64;j++) begin	
				for(int i = 0; i < 32;i++)begin
					in[j][i] = 0;
				end
			end
			for(int i = 0; i < 64;i++)begin
				for(int j = 0; j < 32; j++)begin
					in[i][j] = 1;
				end
			end			
			for (int i=0; i<32; i++) begin
            sel = i; #50;
			end
			for(int i = 0; i < 64;i++)begin
				for(int j = 0; j < 32; j= j+2)begin
					in[i][j] = 1;
				end
			end
			for (int i=0; i<32; i++) begin
				sel = i; #50;
			end
			for(int i = 0; i < 64;i++)begin
				for(int j = 0; j < 32; j= j+4)begin
					in[i][j] = 1;
				end
			end
			for (int i=0; i<32; i++) begin
            sel = i; #50;
			end
			for(int i = 0; i < 64;i++)begin
				for(int j = 0; j < 32; j= j+8)begin
					in[i][j] = 1;
				end
			end
			for (int i=0; i<32; i++) begin
            sel = i; #50;
			end
			for(int i = 0; i < 64;i++)begin
				for(int j = 0; j < 32; j= j+16)begin
					in[i][j] = 1;
				end
			end			
			for (int i=0; i<32; i++) begin
            sel = i; #50;
			end
			for(int i = 0; i < 64;i++)begin
				for(int j = 0; j < 32; j= j+32)begin
					in[i][j] = 1;
				end
			end				
			end
	endmodule
	  module mux2_1_testbench();
       logic i0, i1, sel;
 		 logic out; 
           mux2_1 dut (.out, .i0, .i1, .sel);
           initial begin
                  sel=0; i0=0; i1=0; #50;
                  sel=0; i0=0; i1=1; #50;
                  sel=0; i0=1; i1=0; #50;
                  sel=0; i0=1; i1=1; #50;
                  sel=1; i0=0; i1=0; #50;
                  sel=1; i0=0; i1=1; #50;
                  sel=1; i0=1; i1=0; #50;
                  sel=1; i0=1; i1=1; #50;
           end
endmodule
module mux4_1_testbench();
		logic [3:0] in;
		logic [1:0] sel;
		logic out;
		mux4_1 dut(out, in, sel);
			initial begin
				sel = 2'b00;in =4'b0000; #50;
				sel = 2'b00;in =4'b0001; #50;
				sel = 2'b01;in =4'b0001; #50;
				sel = 2'b01;in =4'b0010; #50;
				sel = 2'b10;in =4'b0010; #50;
				sel = 2'b10;in =4'b0011; #50;
				sel = 2'b10;in =4'b0100; #50;
				sel = 2'b10;in =4'b1100; #50;
				sel = 2'b10;in =4'b1000; #50;
				sel = 2'b11;in =4'b0100; #50;
				sel = 2'b00;in =4'b1110; #50;
			end
endmodule
File: flow/config.mk
export PLATFORM = sky130hd
export DESIGN_NAME = mux4_64
export DESIGN_NICKNAME = mux4_64
export VERILOG_FILES = /design/flow/design.v
export SDC_FILE = /design/flow/constraint.sdc
export NUM_CORES = 4
export LEC_CHECK = 1
export CORE_AREA = 10 10 131 131
export DIE_AREA = 0 0 141 141
==> results_dict.tcl <==
# metrics dict for downstream scripts
set metrics [dict create \
    grt_pass1_wl_um 19200 \
    ys_seq_share_pct 0 \
    dieArea_um2 19900 \
    fill_cells 1508 \
    cap_violations 0 \
    viasPerCell 4.11 \
    synth_area_um2 2100 \
    instances_no_fill 596 \
    grt_util_all_layers_pct 12.9 \
    synth_top_cell_by_area "mux4_2" \
    worst_slew_pin_slew_ps 186 \
    whs_ps 779 \
    finalCritPeriodShare_pct 137 \
    lay_top_count "dlygate4sd2_1" \
    portBuffers 322 \
    pin_count 322 \
    synth.distinct_cells 7 \
    netlist_instances 142 \
    vias 2447 \
    antenna_found_initial 0 \
    first_pass_iters 4 \
    final-setup-viol-count 64 \
    drc_errors 0 \
    outcome "complete, but fails checks" \
    drv_slew 0 \
    ff_count 0 \
    cp.arrival_ps 1170 \
    coreArea_um2 14400 \
    first_global_vias 2865 \
    die_h_um 141 \
    hp-class "input port to primary output" \
    finalWirelength_um 13400 \
    grt_overflow 0 \
    cp-start-kind "input port" \
    topCellsByArea "mux4_2, buf_4, buf_12" \
    slew_headroom_pct 87.6 \
    layout_setup_ws_ps -370 \
    fp.dieW_um 141 \
    register_area_um2 0 \
    placed_cells 577 \
    hpwl_um 11100 \
    violations "setup timing" \
    crit_fanout 1 \
    layout_top_cells "dlygate4sd2_1, mux4_2, buf_2" \
    crit_required_ps 800 \
    top_cell_area_share_pct 64.2 \
    peakVddDrop_v 0.000238 \
    fin_crit_ps 1370 \
    fp_util_pct 14.6 \
    hold_viol 0 \
    num-clock-buffers 0 \
    drive_gt1_share_pct 37.9 \
    path_class "input port to primary output" \
    grt_setup_unrepaired "true" \
    fin_tns_setup_ps -21330 \
    grt_max_degree 31 \
    routedWlPerCell_um 22.5 \
    fmax_ghz 0.730 \
    tool_warnings 35 \
    power_density_nw_per_um2 367 \
    routabilityCongestion 0.862 \
    cellLeakagePower_nw 2.35 \
    yosys_warnings 0 \
    end_kind "primary output" \
    drt_iter0_markers 27 \
    syn2layout_area_growth_pct 129 \
    num_antenna_cells 0 \
    ys_cells 142 \
    synth_area_per_cell_um2 14.8 \
    ant_nets 0 \
    rows 44 \
    synth_chip_area_um2 2100 \
]
==> metrics by stage <==
step | util [%] | power [mW] | setup slack, ps | cell area [µm²]
floorplan | - | 0.918 | -288 | 2110
global placement | 34.7 | 2.17 | -859 | 5000
detailed placement | 34.7 | 2.18 | -837 | 5000
CTS | 32.9 | 1.80 | -385 | 4740
global route | 33.4 | 1.91 | -411 | 4810
finish | 33.4 | 1.77 | -370 | 4810
==> final cells by class <==
cell class         count  area, µm²  share of cell area [%]
multi-input cells     64       1440                    30.0
repair buffers       348       3140                    65.3
well taps            184        230                    4.79
==> critical path: stages <==
cell and delay (ps):
clkdlybuf4s50_1 390, mux4_2 460, buf_2 130
==> worst paths after layout <==
check	start	endpoint	slack, ps	cells past startpoint
max	i3[62]	out[62]	-370	3
min	i2[38]	out[38]	780	3
==> timing repair <==
action                     in CTS  in global routing
hold buffers                    0                  0
cloned                          7                  1
gates resized                 478                 15
buffers inserted               10                  1
hold endpoints to repair        0                  0
setup endpoints to repair      64                 64
pin swaps                       0                  0
==> cells by family after synthesis <==
| kind of cell | count (synthesis) | share of synthesized area [%] |
|---|---|---|
| muxes | 64 | 69.2 |
| buffers and inverters | 78 | 30.8 |
==> synth_stat cells, drive strengths merged <==
| cell type | number |
|---|---|
| buf | 77 |
| mux4 | 64 |
| clkbuf | 1 |
==> report_power, final <==
part	switching (mW)	internal [mW]	leakage, nW	total (mW)
sequential	0	0	0	0
clock	0	0	0	0
combinational	0.480	1.29	2.35	1.77
==> layer usage <==
| metal | up-vias | share of wire (%) | global-route usage (%) |
|---|---|---|---|
| li1 | 1085 | - | - |
| met1 | 1187 | 39 | 16.6 |
| met2 | 175 | 49 | 21.2 |
| met3 | 0 | 12 | 5.28 |
| met4 | 0 | 0 | 0 |
| met5 | - | 0 | 0 |
Power is estimated from default activity; no workload was simulated.
