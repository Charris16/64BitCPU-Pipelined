===== flow/config.mk =====
export PLATFORM = sky130hd
export DESIGN_NAME = adder_64b
export DESIGN_NICKNAME = adder_64b
export VERILOG_FILES = /design/flow/design.v
export SDC_FILE = /design/flow/constraint.sdc
export NUM_CORES = 4
export LEC_CHECK = 1
export CORE_AREA = 10 10 113 113
export DIE_AREA = 0 0 123 123

===== flow/run.sh =====
#!/bin/bash
# OpenROAD 26Q1-2900-gdf79404cd8, Yosys 0.63+post, stock flow scripts
make -C /OpenROAD-flow-scripts/flow DESIGN_CONFIG=/design/flow/config.mk WORK_HOME=/design/flow/orfs finish

===== flow/design.v =====
parameter delay = 0.05;
`timescale 1ns/10ps
module alu_64b(A,B,OP,result,negative, zero, overflow, carry_out);
	input logic [63:0] A,B;
	input logic [2:0] OP;
	output logic [63:0] result;
	output logic negative, zero, overflow, carry_out;
	wire sub;
	logic[63:0] carrys;
	logic notOP;
	not#delay NotOp(notOP,OP[2]);
	and#delay subSignal(sub,OP[1],OP[0],notOP);
	aluSlice edgecaseALU0(A[0],B[0],OP,sub,carrys[0],result[0]);
	genvar i;
	generate	
			for(i = 1; i < 64;i++) begin: ALU
				aluSlice ALUgen(A[i],B[i],OP,carrys[i-1],carrys[i],result[i]);
			end
	endgenerate
	assign negative = result[63];
	assign carry_out = carrys[63];
	logic zFlag;
	isZero zeroFlag(result,zFlag);
	assign zero = zFlag;
	logic ovrFlag;
	xor#delay OverflowFlag(ovrFlag,carrys[63],carrys[62]);
	assign overflow = ovrFlag;
endmodule
module isZero(A,foo);
	input logic [63:0] A;
	output logic foo;
	logic [15:0] stage1;
	logic [3:0] stage2;
	genvar i;
	generate		
			for(i = 0; i < 16;i++) begin: norStage1
				nor norGenStage1(stage1[i],A[(4*i)],A[(4*i)+1],A[(4*i)+2],A[(4*i)+3]);
			end
	endgenerate
	genvar j;
	generate		
			for(j = 0; j < 4;j++) begin: norStage2
				and andGenStage2(stage2[j],stage1[(4*j)],stage1[(4*j)+1],stage1[(4*j)+2],stage1[(4*j)+3]);
			end
	endgenerate
	and#delay finalStage(foo,stage2[3],stage2[2],stage2[1],stage2[0]);
endmodule
module adder_64b(A,B,result,carry_out);
	input logic [63:0] A,B;
	output logic [63:0] result;
	output logic carry_out;
	logic[63:0] carrys;
	adder edgecaseAdder0(A[0],B[0],1'b0,result[0],carrys[0]);
	genvar i;
	generate	
			for(i = 1; i < 64;i++) begin: ALU
				adder Addergen(A[i],B[i],carrys[i-1],result[i],carrys[i]);
			end
	endgenerate
	assign carry_out = carrys[63];
endmodule
module aluSlice(A,B,OP,cin,cout,sum);
	input logic A,B,cin;
	input logic [2:0]OP;
	output logic sum,cout;
	wire Bmux,notB,adderOut,andOut,OrOut,XorOut,sub,notOP;
	wire [7:0] outMuxin;
	assign outMuxin[0] = B;
	assign outMuxin[1] = 1'b0; 
	assign outMuxin[3] = outMuxin[2]; 
	and#delay LogicAnd(outMuxin[4],A,B);
	or#delay LogicOr(outMuxin[5],A,B);	 
	xor#delay LogicXOR(outMuxin[6],A,B);
	assign outMuxin[7] = 1'b0; 
	not#delay NOTOP(notOP,OP[2]);
	and#delay and1(sub,notOP,OP[1],OP[0]);
	not#delay not1(notB,B);
	mux2_1 subMux(Bmux, B, notB, sub);
	adder Addern(A,Bmux,cin,outMuxin[2],cout);
	mux8_1 outputMUx(sum, outMuxin, OP);
endmodule
module adder(A,B,Cin,Sum,Cout);
	input logic A,B,Cin;
	output logic Sum,Cout;
	wire xOut1,AandB,Candx2;
	xor#delay xor1(xOut1,A,B);
	xor#delay xor2(Sum,xOut1,Cin);
	and#delay and1(AandB,A,B);
	and#delay and2(Candx2,xOut1,Cin);
	or#delay or1(Cout,AandB,Candx2);
endmodule
module b64_adder_test();
	logic [63:0] A,B;
	logic [63:0] result;
	logic carry_out;
	adder_64b dut(A,B,result, carry_out);
	initial begin
		A=64'h0;B=64'hFFFF;#14000;
		A=64'h0;B=64'hFFFF;#14000;
		A=64'hFFFF;B=64'hFFFF;#14000;
	end
endmodule
module ALU_testbench();
	logic [63:0] A,B;
	logic [2:0] OP;
	logic [63:0] result;
	logic negative, zero, overflow, carry_out;
	alu_64b dut(A,B,OP,result,negative, zero, overflow, carry_out);
	initial begin
		A=64'h0;B=64'hFFFF;OP=3'b000;#14000;
		A=64'h0;B=64'hFFFF;OP=3'b000;#14000;
		A=64'hFFFF;B=64'hFFFF;OP=3'b010;#14000;
		#14000;
		#14000;
		#14000;
		#14000;
		#14000;
		#14000;
		A=64'hFFFFFFFFFFFFFFFF;B=64'hFFFF;OP=3'b011;#14000;
		#14000;
		#14000;
		#14000;
		A=64'h0;B=64'h0;OP=3'b010;#14000;
		A=64'h1;B=64'h1;OP=3'b010;#14000;
		A=64'h0;B=64'h1;OP=3'b010;#14000;
		A=64'h1;B=64'h1;OP=3'b010;#14000;
		A=64'h2;B=64'h1;OP=3'b010;#14000;
		A=64'h1;B=64'h2;OP=3'b010;#14000;
		A=64'h5;B=64'h3;OP=3'b010;#14000;
		#14000;
		A=64'h0;B=64'hFFFF;OP=3'b010;#14000;
		#14000;
		#14000;
		#14000;
		#14000;
		A=64'hFF;B=64'hFFFF;OP=3'b100;#14000;
	end
endmodule
module isZero_testbench();
	logic [63:0] A;
	logic foo;
	isZero dut(A,foo);
	initial begin
		A=64'hFFFFFFFFFFFFFFFF;#1000;
		A=64'b0;#1000;
		A=64'hFFFFFF4FFFF2FFFF;#1000;
		A=64'hCCCCCCCCCCCCCCCC;#1000;
		A=64'hFFFF;#1000;
		A=64'h7FFF;#1000;
		A=64'h3FFF;#1000;
		A=64'h1FFF;#1000;
		A=64'h0FFF;#1000;
		A=64'h0FFF;#1000;
		A=64'h07FF;#1000;
		A=64'h03FF;#1000;
		A=64'h01FF;#1000;
		A=64'h00FF;#1000;
		A=64'h00FF;#1000;
		A=64'h007F;#1000;
		A=64'h003F;#1000;
		A=64'h001F;#1000;
		A=64'h000F;#1000;
		A=64'h000F;#1000;
		A=64'h0007;#1000;
		A=64'h0003;#1000;
		A=64'h0001;#1000;
		A=64'h0000;#1000;
	end
endmodule
module aluSlice_TestBench();
	logic A,B,cin,sum,cout;
	logic [2:0]OP;
	aluSlice dut(A,B,OP,cin,cout,sum);
	initial begin
			OP=000;A=0;B=0;cin=0;#1000;
			A=0;B=0;cin=0;#1000;
			A=0;B=0;cin=0;#1000;
			A=0;B=0;cin=1;#1000;
			A=0;B=1;cin=0;#1000;
			A=0;B=1;cin=1;#1000;
			A=1;B=0;cin=0;#1000;
			A=1;B=0;cin=1;#1000;
			A=1;B=1;cin=0;#1000;
			A=1;B=1;cin=1;#1000;
			OP=001;A=0;B=0;cin=0;#1000;
			A=0;B=0;cin=0;#1000;
			A=0;B=0;cin=0;#1000;
			A=0;B=0;cin=1;#1000;
			A=0;B=1;cin=0;#1000;
			A=0;B=1;cin=1;#1000;
			A=1;B=0;cin=0;#1000;
			A=1;B=0;cin=1;#1000;
			A=1;B=1;cin=0;#1000;
			A=1;B=1;cin=1;#1000;
			OP=010;A=0;B=0;cin=0;#1000;
			A=0;B=0;cin=0;#1000;
			A=0;B=0;cin=0;#1000;
			A=0;B=0;cin=1;#1000;
			A=0;B=1;cin=0;#1000;
			A=0;B=1;cin=1;#1000;
			A=1;B=0;cin=0;#1000;
			A=1;B=0;cin=1;#1000;
			A=1;B=1;cin=0;#1000;
			A=1;B=1;cin=1;#1000;
			OP=011;A=0;B=0;cin=0;#1000;
			A=0;B=0;cin=0;#1000;
			A=0;B=0;cin=0;#1000;
			A=0;B=0;cin=1;#1000;
			A=0;B=1;cin=0;#1000;
			A=0;B=1;cin=1;#1000;
			A=1;B=0;cin=0;#1000;
			A=1;B=0;cin=1;#1000;
			A=1;B=1;cin=0;#1000;
			A=1;B=1;cin=1;#1000;		
			OP=100;A=0;B=0;cin=0;#1000;
			A=0;B=0;cin=0;#1000;
			A=0;B=0;cin=0;#1000;
			A=0;B=0;cin=1;#1000;
			A=0;B=1;cin=0;#1000;
			A=0;B=1;cin=1;#1000;
			A=1;B=0;cin=0;#1000;
			A=1;B=0;cin=1;#1000;
			A=1;B=1;cin=0;#1000;
			A=1;B=1;cin=1;#1000;
			OP=101;A=0;B=0;cin=0;#1000;
			A=0;B=0;cin=0;#1000;
			A=0;B=0;cin=0;#1000;
			A=0;B=0;cin=1;#1000;
			A=0;B=1;cin=0;#1000;
			A=0;B=1;cin=1;#1000;
			A=1;B=0;cin=0;#1000;
			A=1;B=0;cin=1;#1000;
			A=1;B=1;cin=0;#1000;
			A=1;B=1;cin=1;#1000;
			OP=110;A=0;B=0;cin=0;#1000;
			A=0;B=0;cin=0;#1000;
			A=0;B=0;cin=0;#1000;
			A=0;B=0;cin=1;#1000;
			A=0;B=1;cin=0;#1000;
			A=0;B=1;cin=1;#1000;
			A=1;B=0;cin=0;#1000;
			A=1;B=0;cin=1;#1000;
			A=1;B=1;cin=0;#1000;
			A=1;B=1;cin=1;#1000;		
	end
endmodule
module adder_testBench();
	logic A,B,Cin,Sum,Cout;
	adder dut(A,B,Cin,Sum,Cout);
	initial begin
		A=0;B=0;Cin=0;#1000;
		A=0;B=0;Cin=0;#1000;
		A=0;B=0;Cin=1;#1000;
		A=0;B=1;Cin=0;#1000;
		A=0;B=1;Cin=1;#1000;
		A=1;B=0;Cin=0;#1000;
		A=1;B=0;Cin=1;#1000;
		A=1;B=1;Cin=0;#1000;
		A=1;B=1;Cin=1;#1000;
	end
endmodule

===== flow/constraint.sdc =====
current_design adder_64b

set clk_period 61.2
set clk_io_pct 0.2

create_clock -name clk0 -period $clk_period

set non_clock_inputs [all_inputs -no_clocks]
set_input_delay [expr $clk_period * $clk_io_pct] -clock clk0 $non_clock_inputs
set_output_delay [expr $clk_period * $clk_io_pct] -clock clk0 [all_outputs]

==> results.cfg <==
; implementation run metrics
[power]
p_int_uw = 25.62
power.leakage_nw = 1.251
powerDensity_nw_per_um2 = 10.26
power_switching_uw = 9.194
seqPwrFrac_pct = 0
ir_worst_vdd_v = 0.000004407
power_frac_comb_pct = 100.0
p_sw_share_pct = 26.41
pwr-share-clk_pct = 0

[floorplan]
die_w_um = 123
core_area_um2 = 10320
die_h_um = 123
core_util_floorplan_pct = 17.17
ios = 193
chip_area_um2 = 15130
core.rowCount = 37

[routing]
ant_nets = 0
totalWireLength_mm = 6.739
drt_iter0_drc = 6
drc = 0
wl_per_cell_um = 16.93
n_antenna_cell = 0
via_count = 1373
vias_per_cell = 3.450
dr.pass1.iters = 2

[cells_and_area]
area_delta_synth_final_pct = 91.46
n_clock_buffer = 0
drive_above_1_share_pct = 0
flops = 0
lay_top_count = clkdlybuf4s50_1
final_cell_area_um2 = 3395
filler_cell_count = 1028
lay_top_cells = 193 x clkdlybuf4s50_1, 63 x fa_1, 5 x inv_1, 1 x ha_1
flop_area_um2 = 0
final_util_pct = 32.88
fin_cells = 398

[critical_path]
start_kind = primary input
critical_path.top_delay_family = adder cells
crit_arrival_ns = 38.18
crit_required_ns = 48.96
cp-end-kind = output port
cp_slowest_stage_delay_ns = 0.45
crit_path_frequent_cell = fa_1
path_buffers = 4
slowest_stage = clkdlybuf4s50_1
path_max_fanout = 1
crit_type = in -> out

[run]
maxCapViolations = 0
warnings = 32

[final_timing]
maxSlewViolCount = 0
worst_pin_slew_ns = 0.1169
finalHoldViolCount = 0
slew_headroom_pct = 92.18
finalCritPeriodShare_pct = 82.39
finalSetupViolCount = 0
min_period_ns = 50.42
rsz0062_at_grt = false
setup_tns_ns = 0
fin_hold_ws_ns = 25.51
fmax_mhz = 19.83

[placement]
dpl.hpwl_mm = 6.676
io_buffers = 193
dpl-instance-area_um2 = 3395
place_congestion = 0.8531
dp_cells = 398

[global_route]
grt_pass1_wl_mm = 9.722
grt_max_degree = 2
grt_pass1_vias = 1723
overflow = 0
antenna_found_initial = 0
grt_use_total_pct = 8.379

[synthesis]
ys_area_um2 = 1773
syn_area_per_cell_um2 = 13.33
synth_top_area_share_pct = 71.14
yosysSeqAreaShare_pct = 0
synthesis.instances = 133
top_area_cell = fa_1
yosysWarnings = 0
yosys-top-cells-area = fa_1 71%, buf_4 27%, inv_1 1.1%
syn_area_um2 = 1773
yosysCellCount = 133
synth_cell_type_count = 4

[run_status]
status = finished, final reports clean

[worst_hold_path]
hp-class = in -> out

[cts]
cts_hold_buf = 0
cts_setup_buffers = 0
ctsResizeCount = 0
## logic make-up (layout without fill, tap and decap cells)
kind of cell | count (synthesis) | after routing | share of synthesized area (%)
buffers and inverters | 69 | 198 | 28.16
adders and majority gates | 64 | 64 | 71.84
## final timing paths
kind / start / end / cells past startpoint
setup / recovery: A[0] / result[63] / 68
hold / removal: B[0] / result[0] / 3
## power by group through the flow
| stage | registers, mW | logic (mW) | clock network, mW |
|---|---|---|---|
| after CTS | 0 | 0.0361 | 0 |
| after global routing | 0 | 0.0394 | 0 |
| final | 0 | 0.0348 | 0 |
## layout make-up
type | count | area [um2] | share of cell area (%)
Tap cell | 136 | 170.2 | 5.013
Inverter | 5 | 18.77 | 0.5529
Timing Repair Buffer | 193 | 1932 | 56.91
Multi-Input combinational cell | 64 | 1274 | 37.52
## Yosys cell counts
cell	instances
ha_1	1
fa_1	63
buf_4	64
inv_1	5
## per-stage QoR
stage	power, mW	setup slack [ns]
6_report	0.03482	10.78
5_1_grt	0.03944	9.872
4_1_cts	0.03612	10.70
3_3_place_gp	0.03586	10.79
2_1_floorplan	0.01674	12.43
3_5_place_dp	0.03606	10.74
## worst min-delay path, cell delays in order
cell and delay (ns):
clkdlybuf4s50_1 0.45, ha_1 0.12, clkdlybuf4s50_1 0.46
## routing by layer
layer  wire length, um  global-route usage, %  part of all wire, %
met3              1944                  8.742                   29
met4                 0                      0                    0
met5                 0                      0                    0
met1              2482                  9.751                   37
met2              2313                  11.31                   34
Power is estimated from default activity; no workload was simulated.
